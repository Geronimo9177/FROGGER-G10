==> design.v <==
module CC_COMPARATOR_SIDE #(parameter DATAWIDTH_BUS=8)(
	CC_COMPARATOR_SIDE_LOCATION_Out_Bus,
	CC_COMPARATOR_SIDE_ALBERT_FROG_ROW_0_In_Bus,
	CC_COMPARATOR_SIDE_ALBERT_FROG_ROW_1_In_Bus,
	CC_COMPARATOR_SIDE_ALBERT_FROG_ROW_2_In_Bus,
	CC_COMPARATOR_SIDE_ALBERT_FROG_ROW_3_In_Bus,
	CC_COMPARATOR_SIDE_ALBERT_FROG_ROW_4_In_Bus,
	CC_COMPARATOR_SIDE_ALBERT_FROG_ROW_5_In_Bus,
	CC_COMPARATOR_SIDE_ALBERT_FROG_ROW_6_In_Bus,
	CC_COMPARATOR_SIDE_ALBERT_FROG_ROW_7_In_Bus,
	CC_COMPARATOR_SIDE_ALBERT_FROG_ROW_8_In_Bus,
	CC_COMPARATOR_SIDE_ALBERT_FROG_ROW_9_In_Bus,
	CC_COMPARATOR_SIDE_ALBERT_FROG_ROW_10_In_Bus,
	CC_COMPARATOR_SIDE_ALBERT_FROG_ROW_11_In_Bus,
	CC_COMPARATOR_SIDE_ALBERT_FROG_ROW_12_In_Bus,
	CC_COMPARATOR_SIDE_ALBERT_FROG_ROW_13_In_Bus
);
output	reg [1:0] CC_COMPARATOR_SIDE_LOCATION_Out_Bus;
input 	[DATAWIDTH_BUS-1:0] CC_COMPARATOR_SIDE_ALBERT_FROG_ROW_0_In_Bus;
input 	[DATAWIDTH_BUS-1:0] CC_COMPARATOR_SIDE_ALBERT_FROG_ROW_1_In_Bus;
input 	[DATAWIDTH_BUS-1:0] CC_COMPARATOR_SIDE_ALBERT_FROG_ROW_2_In_Bus;
input 	[DATAWIDTH_BUS-1:0] CC_COMPARATOR_SIDE_ALBERT_FROG_ROW_3_In_Bus;
input 	[DATAWIDTH_BUS-1:0] CC_COMPARATOR_SIDE_ALBERT_FROG_ROW_4_In_Bus;
input 	[DATAWIDTH_BUS-1:0] CC_COMPARATOR_SIDE_ALBERT_FROG_ROW_5_In_Bus;
input 	[DATAWIDTH_BUS-1:0] CC_COMPARATOR_SIDE_ALBERT_FROG_ROW_6_In_Bus;
input 	[DATAWIDTH_BUS-1:0] CC_COMPARATOR_SIDE_ALBERT_FROG_ROW_7_In_Bus;
input 	[DATAWIDTH_BUS-1:0] CC_COMPARATOR_SIDE_ALBERT_FROG_ROW_8_In_Bus;
input 	[DATAWIDTH_BUS-1:0] CC_COMPARATOR_SIDE_ALBERT_FROG_ROW_9_In_Bus;
input 	[DATAWIDTH_BUS-1:0] CC_COMPARATOR_SIDE_ALBERT_FROG_ROW_10_In_Bus;
input 	[DATAWIDTH_BUS-1:0] CC_COMPARATOR_SIDE_ALBERT_FROG_ROW_11_In_Bus;
input 	[DATAWIDTH_BUS-1:0] CC_COMPARATOR_SIDE_ALBERT_FROG_ROW_12_In_Bus;
input 	[DATAWIDTH_BUS-1:0] CC_COMPARATOR_SIDE_ALBERT_FROG_ROW_13_In_Bus;
always @(*)
begin
	if ((CC_COMPARATOR_SIDE_ALBERT_FROG_ROW_0_In_Bus | CC_COMPARATOR_SIDE_ALBERT_FROG_ROW_1_In_Bus | CC_COMPARATOR_SIDE_ALBERT_FROG_ROW_2_In_Bus | CC_COMPARATOR_SIDE_ALBERT_FROG_ROW_3_In_Bus | CC_COMPARATOR_SIDE_ALBERT_FROG_ROW_4_In_Bus | CC_COMPARATOR_SIDE_ALBERT_FROG_ROW_5_In_Bus | CC_COMPARATOR_SIDE_ALBERT_FROG_ROW_6_In_Bus | CC_COMPARATOR_SIDE_ALBERT_FROG_ROW_7_In_Bus | CC_COMPARATOR_SIDE_ALBERT_FROG_ROW_8_In_Bus | CC_COMPARATOR_SIDE_ALBERT_FROG_ROW_9_In_Bus | CC_COMPARATOR_SIDE_ALBERT_FROG_ROW_10_In_Bus | CC_COMPARATOR_SIDE_ALBERT_FROG_ROW_11_In_Bus | CC_COMPARATOR_SIDE_ALBERT_FROG_ROW_12_In_Bus | CC_COMPARATOR_SIDE_ALBERT_FROG_ROW_13_In_Bus) == 8'b00000001)
		CC_COMPARATOR_SIDE_LOCATION_Out_Bus = 2'b01;
	else if ((CC_COMPARATOR_SIDE_ALBERT_FROG_ROW_0_In_Bus | CC_COMPARATOR_SIDE_ALBERT_FROG_ROW_1_In_Bus | CC_COMPARATOR_SIDE_ALBERT_FROG_ROW_2_In_Bus | CC_COMPARATOR_SIDE_ALBERT_FROG_ROW_3_In_Bus | CC_COMPARATOR_SIDE_ALBERT_FROG_ROW_4_In_Bus | CC_COMPARATOR_SIDE_ALBERT_FROG_ROW_5_In_Bus | CC_COMPARATOR_SIDE_ALBERT_FROG_ROW_6_In_Bus | CC_COMPARATOR_SIDE_ALBERT_FROG_ROW_7_In_Bus | CC_COMPARATOR_SIDE_ALBERT_FROG_ROW_8_In_Bus | CC_COMPARATOR_SIDE_ALBERT_FROG_ROW_9_In_Bus | CC_COMPARATOR_SIDE_ALBERT_FROG_ROW_10_In_Bus | CC_COMPARATOR_SIDE_ALBERT_FROG_ROW_11_In_Bus | CC_COMPARATOR_SIDE_ALBERT_FROG_ROW_12_In_Bus | CC_COMPARATOR_SIDE_ALBERT_FROG_ROW_13_In_Bus) == 8'b10000000)
		CC_COMPARATOR_SIDE_LOCATION_Out_Bus = 2'b10;
	else if ((CC_COMPARATOR_SIDE_ALBERT_FROG_ROW_0_In_Bus | CC_COMPARATOR_SIDE_ALBERT_FROG_ROW_7_In_Bus) != 8'b00000000)
		CC_COMPARATOR_SIDE_LOCATION_Out_Bus = 2'b00;
	else
		CC_COMPARATOR_SIDE_LOCATION_Out_Bus = 2'b11;
end
endmodule
==> run.sh <==
#!/bin/bash
# OpenROAD 26Q1-2900-gdf79404cd8, Yosys 0.63+post, stock flow scripts
make -C /OpenROAD-flow-scripts/flow DESIGN_CONFIG=/design/flow/config.mk WORK_HOME=/design/flow/orfs finish
==> config.mk <==
export PLATFORM = sky130hd
export DESIGN_NAME = CC_COMPARATOR_SIDE
export DESIGN_NICKNAME = CC_COMPARATOR_SIDE
export VERILOG_FILES = /design/flow/design.v
export SDC_FILE = /design/flow/constraint.sdc
export NUM_CORES = 4
export LEC_CHECK = 1
export CORE_AREA = 10 10 70 70
export DIE_AREA = 0 0 80 80
==> constraint.sdc <==
current_design CC_COMPARATOR_SIDE

set clk_period 2.4
set clk_io_pct 0.2

create_clock -name clk0 -period $clk_period

set non_clock_inputs [all_inputs -no_clocks]
set_input_delay [expr $clk_period * $clk_io_pct] -clock clk0 $non_clock_inputs
set_output_delay [expr $clk_period * $clk_io_pct] -clock clk0 [all_outputs]
==> GITHUB_STEP_SUMMARY <==
## Synthesis and layout report

| Metric | Value |
|---|---|
| Series of cell instances along the critical path | buf_2 > nor4_4 > nand4_1 > nor4_4 > buf_4 > nand3_2 > a22oi_2 > buf_2 |
| Total core area | ~0.0034 mm² |
| Placed wire-length estimate | 3.21 mm |
| Period utilisation layout | 0.981 |
| Worst hold-check path type | in2out |
| Die Span Y | roughly 80 µm |
| Post-route ant nets | 0 |
| Final hold viol count | 0 |
| Met1 Resource Use GR | 0.115 |
| Wire length per cell | roughly 17 µm |
| Total number of vias | approximately 930 |
| Horizontal die dimension | ~80 µm |
| Met2 usage in global routing | 0.178 |
| Slew margin rel. | 0.799 |
| Result of the run | completed |
| Instance count after placement with tap cells included | between 200 and 250 |
| Overall die area | about 0.0064 mm² |
| Type of destination of the critical path | primary output |
| Area growth from synthesis to final layout | 415% |
| Cell with the biggest individual delay on the critical path | sky130_fd_sc_hd__nor4_4 |
| Number of inserted filler cells in the final layout | 333 |
| Required arrival time at the worst endpoint | 1.92 ns |
| Number of remaining DRC errors | 0 |
| Static Leak | slightly below 0.8 nW |
| Count of yosys warnings during synthesis | 1 |
| Layout clock buffers | 0 |
| Internal Pwr Total | about 0.00013 W |
| Slowest stage delay, CP | ~0.33 ns |
| Switching power | about 0.000050 W |
| Seq Cell Count | 0 |
| Highest Clock Rate | roughly 420 MHz |
| Top cells by count, synth | 26 x sky130_fd_sc_hd__nor4_1, 6 x sky130_fd_sc_hd__nand4_1, 3 x sky130_fd_sc_hd__nor2_1 |
| Area taken by multi-input logic gates | between 500 and 600 µm² |
| Total routing resource utilization after global routing | 0.0988 |
| Max-area cell share | 0.506 |
| Share of final-layout standard cells stronger than drive strength 1 | 0.386 |
| Chip area line of the yosys report | approximately 320 µm² |
| Yosys cell count | around 47 |
| Arrival time at the worst endpoint | between 1.5 and 2 ns |
| Setup violations, final | 0 |
| Top Usage Layer GRT | met2 |
| Largest net degree at the start of global routing | 5 |
| Synth top area cells | sky130_fd_sc_hd__nor4_1 51%, sky130_fd_sc_hd__nand4_1 12%, sky130_fd_sc_hd__nor4_4 6.6% |
| Ratio of total power to cell area | approximately 110 mW/mm² |
| DP Area | ~0.0015 mm² |
| Number of global-route vias before repair | 1002 |
| Sequential fraction of the synthesis area | 0 |
| Crit path buf inv count | 3 |
| Global routing met3 resource utilization | 0.0318 |
| Post-Synthesis Cell Area | between 300 and 400 µm² |
| Setup repair after global routing missed its margin | yes |
| Cell Count, Final, Fillers Out | about 210 |
| Wirelength, routed | ~3.5 mm |
| Min Tclk post-route | about 2.4 ns |
| Number of violations reported at the end of detailed-routing iteration 0 | 24 |
| Global route overflow | 0 |
| Number of max-slew violations in the final report | 0 |
| Layout Cell Area excl Fill | about 0.0017 mm² |
| Antenna violations before repair | 0 |
| Wire length of the first global-routing pass | ~5.1 mm |
| Total tool warning count | 33 |
| Most frequent cell after synthesis | sky130_fd_sc_hd__nor4_1 |
| Ports | 114 |
| Max-capacitance violation count | 0 |
| Port Buffer Count | 114 |
| Maximum VDD drop | 39.9 µV |
| Average cell area after synthesis | between 6 and 7 µm² |
| Library cell occupying the most area in the post-synthesis netlist | sky130_fd_sc_hd__nor4_1 |
| Critical path class | in2out |
| Mapped Cells | 47 |
| Fp_density | 0.0941 |
| Critical Path Source Type | input port |
| Std-Cell Rows | 21 |
| Family with the most delay on the worst path | simple AND/OR/NAND/NOR gates |
| Clock network fraction of design power | 0 |
| Switch share | 0.283 |
| Number of unique standard cell types used by synthesis | 14 |
| Transition time at the pin with the least slew margin | about 0.3 ns |
| Number of diodes | 0 |
| Comb pwr share | 1.000 |
| Worst hold slack after final layout | ~1.5 ns |
| Area taken by flip-flops and latches | 0 µm² |
| Vias per inst | approximately 4.4 |
| Part of the power in registers | 0 |
| First-pass iteration count of the detailed router | 4 |
| Critical-path maximum fanout | 2 |
| Routability congestion estimate | between 0.8 and 0.9 |
metal layers:
metal / up-vias / wire length [µm]
li1: 463 / -
met1: 417 / 1290
met2: 51 / 1840
met3: 2 / 381
met4: 0 / 19
met5: - / 0
final timing paths:
| kind | start | end | slack (ns) | cells past startpoint |
|---|---|---|---|---|
| worst max-delay path | CC_COMPARATOR_SIDE_ALBERT_FROG_ROW_10_In_Bus[3] | CC_COMPARATOR_SIDE_LOCATION_Out_Bus[1] | 0.05 | 8 |
| worst min-delay path | CC_COMPARATOR_SIDE_ALBERT_FROG_ROW_9_In_Bus[4] | CC_COMPARATOR_SIDE_LOCATION_Out_Bus[1] | 1.53 | 7 |
final cells by class:
class                           instances  share of cell area
Timing Repair Buffer                  119               0.650
Multi-Input combinational cell         47               0.315
Tap cell                               46              0.0348
through the flow:
step / power (W) / utilization / setup TNS (ns) / setup slack [ns]
after floorplan: 0.00000992 / - / 0 / 0.409
after global placement: 0.000192 / 0.449 / -1.34 / -0.682
after detailed placement: 0.000194 / 0.449 / -1.39 / -0.701
after CTS: 0.000163 / 0.436 / 0 / 0.00151
after global routing: 0.000189 / 0.485 / -0.0785 / -0.0484
final: 0.000177 / 0.485 / 0 / 0.0458
power groups by stage:
stage	Combinational (W)	Sequential, W	Clock [W]
after CTS	0.000163	0	0
after global routing	0.000189	0	0
final	0.000177	0	0
what timing repair did:
action                                  in CTS  in global routing
endpoints found under the setup margin       2                  2
resized                                    116                 82
hold buffers                                 0                  0
setup buffers                                2                  1
pin swaps                                   27                 31
kinds of logic after synthesis:
| family | share of synthesized area |
|---|---|
| and+or+nand+nor | 0.887 |
| AOI/OAI and AO/OA | 0.113 |
layout by cell type (no fill, tap or decap):
cell,n
sky130_fd_sc_hd__a22oi_2,1
sky130_fd_sc_hd__a2bb2oi_2,1
sky130_fd_sc_hd__a31o_2,1
sky130_fd_sc_hd__a31oi_2,1
sky130_fd_sc_hd__and4_1,1
sky130_fd_sc_hd__buf_2,9
sky130_fd_sc_hd__buf_4,5
sky130_fd_sc_hd__buf_6,4
sky130_fd_sc_hd__clkbuf_2,16
sky130_fd_sc_hd__clkdlybuf4s15_1,16
sky130_fd_sc_hd__clkdlybuf4s50_1,26
sky130_fd_sc_hd__dlygate4sd2_1,24
sky130_fd_sc_hd__dlymetal6s2s_1,19
sky130_fd_sc_hd__nand2_1,1
sky130_fd_sc_hd__nand3_1,1
sky130_fd_sc_hd__nand3_2,2
sky130_fd_sc_hd__nand3b_1,1
sky130_fd_sc_hd__nand4_1,6
sky130_fd_sc_hd__nor2_1,2
sky130_fd_sc_hd__nor2_4,1
sky130_fd_sc_hd__nor4_1,5
sky130_fd_sc_hd__nor4_2,17
sky130_fd_sc_hd__nor4_4,6
Power and IR drop assume default switching activity.
