===== design/flow/config.mk =====
export PLATFORM = sky130hd
export DESIGN_NAME = CC_FILTER
export DESIGN_NICKNAME = CC_FILTER
export VERILOG_FILES = /design/flow/design.v
export SDC_FILE = /design/flow/constraint.sdc
export NUM_CORES = 4
export LEC_CHECK = 1
export CORE_AREA = 10 10 126 126
export DIE_AREA = 0 0 136 136

===== design/flow/constraint.sdc =====
current_design CC_FILTER

set clk_period 9.4
set clk_io_pct 0.2

create_clock -name clk0 -period $clk_period

set non_clock_inputs [all_inputs -no_clocks]
set_input_delay [expr $clk_period * $clk_io_pct] -clock clk0 $non_clock_inputs
set_output_delay [expr $clk_period * $clk_io_pct] -clock clk0 [all_outputs]

===== design/flow/design.v =====
module CC_FILTER (
	CC_FILTER_ROW_0_Out_Bus,
	CC_FILTER_ROW_1_Out_Bus,
	CC_FILTER_ROW_2_Out_Bus,
	CC_FILTER_ROW_3_Out_Bus,
	CC_FILTER_ROW_4_Out_Bus,
	CC_FILTER_ROW_5_Out_Bus,
	CC_FILTER_ROW_6_Out_Bus,
	CC_FILTER_ROW_7_Out_Bus,
	CC_FILTER_ALBERT_FROG_ROW_0_In_Bus,
	CC_FILTER_ALBERT_FROG_ROW_1_In_Bus,
	CC_FILTER_ALBERT_FROG_ROW_2_In_Bus,
	CC_FILTER_ALBERT_FROG_ROW_3_In_Bus,
	CC_FILTER_ALBERT_FROG_ROW_4_In_Bus,
	CC_FILTER_ALBERT_FROG_ROW_5_In_Bus,
	CC_FILTER_ALBERT_FROG_ROW_6_In_Bus,
	CC_FILTER_ALBERT_FROG_ROW_7_In_Bus,
	CC_FILTER_ALBERT_FROG_ROW_8_In_Bus,
	CC_FILTER_ALBERT_FROG_ROW_9_In_Bus,
	CC_FILTER_ALBERT_FROG_ROW_10_In_Bus,
	CC_FILTER_ALBERT_FROG_ROW_11_In_Bus,
	CC_FILTER_ALBERT_FROG_ROW_12_In_Bus,
	CC_FILTER_ALBERT_FROG_ROW_13_In_Bus,
	CC_FILTER_ALBERT_FROG_ROW_14_In_Bus,
	CC_FILTER_BACKGROUND_ROW_0_IN_BUS,
	CC_FILTER_BACKGROUND_ROW_1_IN_BUS,
	CC_FILTER_BACKGROUND_ROW_2_IN_BUS,
	CC_FILTER_BACKGROUND_ROW_3_IN_BUS,
	CC_FILTER_BACKGROUND_ROW_4_IN_BUS,
	CC_FILTER_BACKGROUND_ROW_5_IN_BUS,
	CC_FILTER_BACKGROUND_ROW_6_IN_BUS,
	CC_FILTER_BACKGROUND_ROW_7_IN_BUS,
	CC_FILTER_BACKGROUND_ROW_8_IN_BUS,
	CC_FILTER_BACKGROUND_ROW_9_IN_BUS,
	CC_FILTER_BACKGROUND_ROW_10_IN_BUS,
	CC_FILTER_BACKGROUND_ROW_11_IN_BUS,
	CC_FILTER_BACKGROUND_ROW_12_IN_BUS,
	CC_FILTER_BACKGROUND_ROW_13_IN_BUS,
	CC_FILTER_BACKGROUND_ROW_14_IN_BUS,
	CC_FILTER_SELECTION_INLOW,
	CC_FILTER_IMAGE_INBUS
);
parameter DATAWIDTH_BUS = 8;
output	reg [DATAWIDTH_BUS-1:0] CC_FILTER_ROW_0_Out_Bus;
output	reg [DATAWIDTH_BUS-1:0] CC_FILTER_ROW_1_Out_Bus;
output	reg [DATAWIDTH_BUS-1:0] CC_FILTER_ROW_2_Out_Bus;
output	reg [DATAWIDTH_BUS-1:0] CC_FILTER_ROW_3_Out_Bus;
output	reg [DATAWIDTH_BUS-1:0] CC_FILTER_ROW_4_Out_Bus;
output	reg [DATAWIDTH_BUS-1:0] CC_FILTER_ROW_5_Out_Bus;
output	reg [DATAWIDTH_BUS-1:0] CC_FILTER_ROW_6_Out_Bus;
output	reg [DATAWIDTH_BUS-1:0] CC_FILTER_ROW_7_Out_Bus;
input    CC_FILTER_SELECTION_INLOW;
input		[1:0] CC_FILTER_IMAGE_INBUS;
input 	[DATAWIDTH_BUS-1:0] CC_FILTER_ALBERT_FROG_ROW_0_In_Bus;
input 	[DATAWIDTH_BUS-1:0] CC_FILTER_ALBERT_FROG_ROW_1_In_Bus;
input 	[DATAWIDTH_BUS-1:0] CC_FILTER_ALBERT_FROG_ROW_2_In_Bus;
input 	[DATAWIDTH_BUS-1:0] CC_FILTER_ALBERT_FROG_ROW_3_In_Bus;
input 	[DATAWIDTH_BUS-1:0] CC_FILTER_ALBERT_FROG_ROW_4_In_Bus;
input 	[DATAWIDTH_BUS-1:0] CC_FILTER_ALBERT_FROG_ROW_5_In_Bus;
input 	[DATAWIDTH_BUS-1:0] CC_FILTER_ALBERT_FROG_ROW_6_In_Bus;
input 	[DATAWIDTH_BUS-1:0] CC_FILTER_ALBERT_FROG_ROW_7_In_Bus;
input 	[DATAWIDTH_BUS-1:0] CC_FILTER_ALBERT_FROG_ROW_8_In_Bus;
input 	[DATAWIDTH_BUS-1:0] CC_FILTER_ALBERT_FROG_ROW_9_In_Bus;
input 	[DATAWIDTH_BUS-1:0] CC_FILTER_ALBERT_FROG_ROW_10_In_Bus;
input 	[DATAWIDTH_BUS-1:0] CC_FILTER_ALBERT_FROG_ROW_11_In_Bus;
input 	[DATAWIDTH_BUS-1:0] CC_FILTER_ALBERT_FROG_ROW_12_In_Bus;
input 	[DATAWIDTH_BUS-1:0] CC_FILTER_ALBERT_FROG_ROW_13_In_Bus;
input 	[DATAWIDTH_BUS-1:0] CC_FILTER_ALBERT_FROG_ROW_14_In_Bus;
input 	[DATAWIDTH_BUS-1:0] CC_FILTER_BACKGROUND_ROW_0_IN_BUS;
input 	[DATAWIDTH_BUS-1:0] CC_FILTER_BACKGROUND_ROW_1_IN_BUS;
input 	[DATAWIDTH_BUS-1:0] CC_FILTER_BACKGROUND_ROW_2_IN_BUS;
input 	[DATAWIDTH_BUS-1:0] CC_FILTER_BACKGROUND_ROW_3_IN_BUS;
input 	[DATAWIDTH_BUS-1:0] CC_FILTER_BACKGROUND_ROW_4_IN_BUS;
input 	[DATAWIDTH_BUS-1:0] CC_FILTER_BACKGROUND_ROW_5_IN_BUS;
input 	[DATAWIDTH_BUS-1:0] CC_FILTER_BACKGROUND_ROW_6_IN_BUS;
input 	[DATAWIDTH_BUS-1:0] CC_FILTER_BACKGROUND_ROW_7_IN_BUS;
input 	[DATAWIDTH_BUS-1:0] CC_FILTER_BACKGROUND_ROW_8_IN_BUS;
input 	[DATAWIDTH_BUS-1:0] CC_FILTER_BACKGROUND_ROW_9_IN_BUS;
input 	[DATAWIDTH_BUS-1:0] CC_FILTER_BACKGROUND_ROW_10_IN_BUS;
input 	[DATAWIDTH_BUS-1:0] CC_FILTER_BACKGROUND_ROW_11_IN_BUS;
input 	[DATAWIDTH_BUS-1:0] CC_FILTER_BACKGROUND_ROW_12_IN_BUS;
input 	[DATAWIDTH_BUS-1:0] CC_FILTER_BACKGROUND_ROW_13_IN_BUS;
input 	[DATAWIDTH_BUS-1:0] CC_FILTER_BACKGROUND_ROW_14_IN_BUS;
always @(*)
begin
	if (CC_FILTER_IMAGE_INBUS == 2'b10) begin
		CC_FILTER_ROW_0_Out_Bus = CC_FILTER_ALBERT_FROG_ROW_0_In_Bus;
		CC_FILTER_ROW_1_Out_Bus = CC_FILTER_ALBERT_FROG_ROW_1_In_Bus;
		CC_FILTER_ROW_2_Out_Bus = CC_FILTER_ALBERT_FROG_ROW_2_In_Bus;
		CC_FILTER_ROW_3_Out_Bus = CC_FILTER_ALBERT_FROG_ROW_3_In_Bus;
		CC_FILTER_ROW_4_Out_Bus = CC_FILTER_ALBERT_FROG_ROW_4_In_Bus;
		CC_FILTER_ROW_5_Out_Bus = CC_FILTER_ALBERT_FROG_ROW_5_In_Bus;
		CC_FILTER_ROW_6_Out_Bus = CC_FILTER_ALBERT_FROG_ROW_6_In_Bus;
		CC_FILTER_ROW_7_Out_Bus = CC_FILTER_ALBERT_FROG_ROW_7_In_Bus;
		end
	else if (CC_FILTER_SELECTION_INLOW == 0) begin
		CC_FILTER_ROW_0_Out_Bus = (CC_FILTER_ALBERT_FROG_ROW_0_In_Bus | CC_FILTER_BACKGROUND_ROW_0_IN_BUS);
		CC_FILTER_ROW_1_Out_Bus = (CC_FILTER_ALBERT_FROG_ROW_1_In_Bus | CC_FILTER_BACKGROUND_ROW_1_IN_BUS);
		CC_FILTER_ROW_2_Out_Bus = (CC_FILTER_ALBERT_FROG_ROW_2_In_Bus | CC_FILTER_BACKGROUND_ROW_2_IN_BUS);
		CC_FILTER_ROW_3_Out_Bus = (CC_FILTER_ALBERT_FROG_ROW_3_In_Bus | CC_FILTER_BACKGROUND_ROW_3_IN_BUS);
		CC_FILTER_ROW_4_Out_Bus = (CC_FILTER_ALBERT_FROG_ROW_4_In_Bus | CC_FILTER_BACKGROUND_ROW_4_IN_BUS);
		CC_FILTER_ROW_5_Out_Bus = (CC_FILTER_ALBERT_FROG_ROW_5_In_Bus | CC_FILTER_BACKGROUND_ROW_5_IN_BUS);
		CC_FILTER_ROW_6_Out_Bus = (CC_FILTER_ALBERT_FROG_ROW_6_In_Bus | CC_FILTER_BACKGROUND_ROW_6_IN_BUS);
		CC_FILTER_ROW_7_Out_Bus = (CC_FILTER_ALBERT_FROG_ROW_7_In_Bus | CC_FILTER_BACKGROUND_ROW_7_IN_BUS);
		end
	else begin
		CC_FILTER_ROW_0_Out_Bus = (CC_FILTER_ALBERT_FROG_ROW_7_In_Bus | CC_FILTER_BACKGROUND_ROW_7_IN_BUS);
		CC_FILTER_ROW_1_Out_Bus = (CC_FILTER_ALBERT_FROG_ROW_8_In_Bus | CC_FILTER_BACKGROUND_ROW_8_IN_BUS);
		CC_FILTER_ROW_2_Out_Bus = (CC_FILTER_ALBERT_FROG_ROW_9_In_Bus | CC_FILTER_BACKGROUND_ROW_9_IN_BUS);
		CC_FILTER_ROW_3_Out_Bus = (CC_FILTER_ALBERT_FROG_ROW_10_In_Bus | CC_FILTER_BACKGROUND_ROW_10_IN_BUS);
		CC_FILTER_ROW_4_Out_Bus = (CC_FILTER_ALBERT_FROG_ROW_11_In_Bus | CC_FILTER_BACKGROUND_ROW_11_IN_BUS);
		CC_FILTER_ROW_5_Out_Bus = (CC_FILTER_ALBERT_FROG_ROW_12_In_Bus | CC_FILTER_BACKGROUND_ROW_12_IN_BUS);
		CC_FILTER_ROW_6_Out_Bus = (CC_FILTER_ALBERT_FROG_ROW_13_In_Bus | CC_FILTER_BACKGROUND_ROW_13_IN_BUS);
		CC_FILTER_ROW_7_Out_Bus = (CC_FILTER_ALBERT_FROG_ROW_14_In_Bus | CC_FILTER_BACKGROUND_ROW_14_IN_BUS);
		end
end
endmodule

===== design/flow/run.sh =====
#!/bin/bash
# OpenROAD 26Q1-2900-gdf79404cd8, Yosys 0.63+post, stock flow scripts
make -C /OpenROAD-flow-scripts/flow DESIGN_CONFIG=/design/flow/config.mk WORK_HOME=/design/flow/orfs finish

==> summary.txt <==
Flow results are below.

- The run finished with clean final reports.
- The cell count in the Yosys report is 215, for reference.
- The clock share of power is 0%, for reference.
- The pre-antenna-repair detailed-routing pass consisted of 4 iterations.
- The share of post-route cells with drive strength above 1 is 0.994%, for reference.
- The largest fanout on the critical path is 65, for reference.
- In this run the maximum-capacitance check reported violations numbering 0.
- The endpoint class of the critical path is an output pin, for reference.
- The placed instances occupy a cell area of 0.00445 mm².
- The antenna diode count is 0, for reference.
- STA classifies the critical path startpoint as a primary input.
- The area used by sequential logic in the layout is 0 µm², for reference.
- The wire length reported by the detailed router is 11,900 µm, for reference.
- According to the floorplan report, the die width is 136 µm.
- The gate-level netlist out of Yosys references 6 unique cell types.
- According to the floorplan report, the die height is 136 µm.
- The via count of the first global-routing pass came to 2,935.
- The residual antenna-violating net count after detailed routing is 0, for reference.
- The fill cell instance count of the final layout is 1,381, for reference.
- The script parses the final routing iteration and logs DRC violations as 0.
- Excluding fillers, the count of instances in the completed layout stands at 679.
- Sorting the Yosys area breakdown by cell type puts at the top sky130_fd_sc_hd__o32a_1.
- Per the post-synthesis report, the number of cells in the design is 215.
- For this run the aggregate overflow at the end of global routing stands at 0.
- The buffer_ports step reported a buffer count of 307.
- The script extracted a total leakage power of 1.57 nW.
- The final route contains 2,744 vias.
- The DRC violation total after the first TritonRoute iteration is 77, for reference.
- The final report lists the setup-violating endpoint count as 0.
- Cells fill 33.8% of the core in the end.
- Setup slack on the worst path after placement came out at 2.88 ns.
- In this run the tools logged warnings totalling 32.
- The power spent charging and discharging nets is 0.0518 mW, for reference.
- Per the gpl log, the routability congestion estimate is 0.905.
- The area share of the leading cell type in the synthesized netlist is 49.7%, for reference.
- The sequential share of the synthesized area is 0%, for reference.
- The OpenROAD report gives the critical path a data arrival time of 4.56 ns.
- The normalized max-slew margin is 49.3%, for reference.
- The proportion of power drawn by flip-flops and latches is 0%, for reference.
- The yosys-reported design area after synthesis is 0.00129 mm², for reference.
- Global routing used 11.4% of the available tracks across all layers.
- Yosys attributes the largest share of cell area to sky130_fd_sc_hd__o32a_1 50%, sky130_fd_sc_hd__nor2_1 37%, sky130_fd_sc_hd__buf_6 6.1%, sky130_fd_sc_hd__buf_2 5.4%, sky130_fd_sc_hd__nand2b_4 1.1%.
- The minimum clock period after layout is 6.44 ns, for reference.
- The pin count of the biggest net entering global routing is 66, for reference.
- The cell count after placement is 679, for reference.
- Per the OpenROAD floorplan log, the area of the die is 0.0185 mm².
- The design draws 0.202 mW.
- The path type of the worst min-delay path is primary input to output pin, for reference.
- The required time at the endpoint of the critical path is 7.52 ns, for reference.
- Dividing the detail-routed via count by the number of cells gives 4.04.
- The total power density per cell area is 45.5 mW/mm², for reference.
- The post-synthesis area per instance is 6.00 µm², for reference.
- The number of standard-cell rows in the floorplan is 42, for reference.
- In the hold timing report, the worst path depth is 3.
- The share of the core filled by cells before placement is 9.78%, for reference.
- The number of top-level pins is 307, for reference.
- The area added between synthesis and finish is 245%, for reference.
- The number of antenna violations at the first check in global routing is 0, for reference.
- The hold-critical path endpoint is CC_FILTER_ROW_6_Out_Bus[6], for reference.
- The detailed placement HPWL is 10,200 µm, for reference.
- In the final report, the number of pins over their slew limit comes to 0.
- The area of the placeable core is 0.0132 mm², for reference.
- The number of clock buffers in the layout is 0, for reference.
- The post-cts resize count is 0, for reference.
- The number of warning messages in the yosys log is 1, for reference.
- In this run the post-CTS setup repair buffer count came out at 0.
- The relative contribution of combinational cells to total power is 100.0%, for reference.
- The internal power of the cells totals 0.151 mW.
- The fraction of power spent switching nets is 25.6%, for reference.
- The portion of the clock cycle consumed by the worst path in the final layout is 68.5%, for reference.
- The sequential cell count of the final layout is 0, for reference.
- The average wire per cell in the routed design is 17.6 µm, for reference.
- The mapped netlist covers 0.00129 mm².
- For the worst min-delay path, the startpoint reported by OpenROAD is CC_FILTER_ALBERT_FROG_ROW_6_In_Bus[6].
- The kind of critical path is primary input to output pin, for reference.
- The peak supply drop is 0.0250 mV, for reference.
- The hold violation count in the final report is 0, for reference.
- The global-route wire length before repair is 16,900 µm, for reference.
- Setup repair after global routing left no endpoint under its margin.
- For the pin with the worst max-slew slack, the measured transition is 0.760 ns.
- Final hold analysis gives a worst-case slack of 4.71 ns.
- The post-route cell area is 0.00445 mm², for reference.
- The number of hold buffers added after cts is 0, for reference.
- The worst-case setup margin in the final layout is 2.96 ns, for reference.
- In the final timing run, aggregate negative setup slack is 0 ns.
- The fmax is 155 MHz, for reference.
[how the worst max path moves through the flow]
stage,startpoint,to,slack (ns),depth (start not counted)
after CTS,CC_FILTER_IMAGE_INBUS[1],CC_FILTER_ROW_7_Out_Bus[6],2.87,6
after global routing,CC_FILTER_IMAGE_INBUS[1],CC_FILTER_ROW_7_Out_Bus[6],2.77,6
final,CC_FILTER_IMAGE_INBUS[1],CC_FILTER_ROW_7_Out_Bus[6],2.96,6
[synthesized netlist by cell type]
master	n
sky130_fd_sc_hd__o32a_1	64
sky130_fd_sc_hd__nand2b_4	1
sky130_fd_sc_hd__nor2_1	128
sky130_fd_sc_hd__buf_6	7
sky130_fd_sc_hd__buf_2	14
sky130_fd_sc_hd__nor2b_1	1
[kinds of logic after synthesis]
kind of cell    Yosys count  share of synthesized area, %
simple gates            130                          38.8
compound gates           64                          49.7
buf+inv                  21                          11.5
[cells in the final DEF (no fill, tap or decap)]
cell type	instances
sky130_fd_sc_hd__clkdlybuf4s50_1	306
sky130_fd_sc_hd__nor2_1	128
sky130_fd_sc_hd__o32a_1	64
sky130_fd_sc_hd__buf_4	2
sky130_fd_sc_hd__nor2b_4	1
sky130_fd_sc_hd__nand2b_4	1
sky130_fd_sc_hd__buf_2	1
[critical path: stages]
cell and delay (ns):
sky130_fd_sc_hd__clkdlybuf4s50_1 0.46, sky130_fd_sc_hd__nor2b_4 0.12, sky130_fd_sc_hd__buf_4 0.54, sky130_fd_sc_hd__nand2b_4 0.75, sky130_fd_sc_hd__o32a_1 0.29, sky130_fd_sc_hd__clkdlybuf4s50_1 0.49
[area by class of cell]
cell class / count / area [µm²] / share of cell area [%]
timing repair buffer: 309 / 3080 / 69.3
multi-input combinational: 194 / 1150 / 25.8
tap: 176 / 220 / 4.95
[power groups by stage]
stage	Clock, mW	Combinational [mW]	Sequential (mW)
4_1_cts	0	0.206	0
5_1_grt	0	0.218	0
6_report	0	0.202	0
[layer usage]
metal	GRT usage, %	routed length, µm
met5	0	0
met4	0	0
met3	4.27	1290
met2	21.0	6120
met1	13.0	4520
Power is estimated from default activity; no workload was simulated.
