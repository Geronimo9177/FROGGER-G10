--- ./design.v ---
module CC_COMPARATORCRASH (
	CC_COMPARADORCRASH_Out_Bus,
	CC_COMPARATORLOCATION_Out,
	CC_COMPARADORCRASH_ALBERT_FROG_ROW_2_In_Bus,
	CC_COMPARADORCRASH_ALBERT_FROG_ROW_3_In_Bus,
	CC_COMPARADORCRASH_ALBERT_FROG_ROW_4_In_Bus,
	CC_COMPARADORCRASH_ALBERT_FROG_ROW_5_In_Bus,
	CC_COMPARADORCRASH_ALBERT_FROG_ROW_6_In_Bus,
	CC_COMPARADORCRASH_ALBERT_FROG_ROW_7_In_Bus,
	CC_COMPARADORCRASH_ALBERT_FROG_ROW_8_In_Bus,
	CC_COMPARADORCRASH_ALBERT_FROG_ROW_9_In_Bus,
	CC_COMPARADORCRASH_ALBERT_FROG_ROW_10_In_Bus,
	CC_COMPARADORCRASH_ALBERT_FROG_ROW_11_In_Bus,
	CC_COMPARADORCRASH_ALBERT_FROG_ROW_12_In_Bus,
	CC_COMPARADORCRASH_ALBERT_FROG_ROW_13_In_Bus,
	CC_COMPARADORCRASH_ALBERT_FROG_ROW_14_In_Bus,
	CC_COMPARADORCRASH_BACKGROUND_ROW_2_IN_BUS,
	CC_COMPARADORCRASH_BACKGROUND_ROW_3_IN_BUS,
	CC_COMPARADORCRASH_BACKGROUND_ROW_4_IN_BUS,
	CC_COMPARADORCRASH_BACKGROUND_ROW_5_IN_BUS,
	CC_COMPARADORCRASH_BACKGROUND_ROW_6_IN_BUS,
	CC_COMPARADORCRASH_BACKGROUND_ROW_9_IN_BUS,
	CC_COMPARADORCRASH_BACKGROUND_ROW_10_IN_BUS,
	CC_COMPARADORCRASH_BACKGROUND_ROW_11_IN_BUS,
	CC_COMPARADORCRASH_BACKGROUND_ROW_12_IN_BUS,
	CC_COMPARADORCRASH_BACKGROUND_ROW_13_IN_BUS,
	CC_COMPARADORCRASH_END_GOAL_ROW_14_IN_BUS,
	CC_COMPARADORCRASH_IMAGE_INBUS
);
parameter DATAWIDTH_BUS = 8;
parameter DATAWIDTH_OUT_BUS = 2;
output	reg [DATAWIDTH_OUT_BUS-1:0] CC_COMPARADORCRASH_Out_Bus;
output	reg CC_COMPARATORLOCATION_Out;
input 	[DATAWIDTH_BUS-1:0] CC_COMPARADORCRASH_ALBERT_FROG_ROW_2_In_Bus;
input 	[DATAWIDTH_BUS-1:0] CC_COMPARADORCRASH_ALBERT_FROG_ROW_3_In_Bus;
input 	[DATAWIDTH_BUS-1:0] CC_COMPARADORCRASH_ALBERT_FROG_ROW_4_In_Bus;
input 	[DATAWIDTH_BUS-1:0] CC_COMPARADORCRASH_ALBERT_FROG_ROW_5_In_Bus;
input 	[DATAWIDTH_BUS-1:0] CC_COMPARADORCRASH_ALBERT_FROG_ROW_6_In_Bus;
input 	[DATAWIDTH_BUS-1:0] CC_COMPARADORCRASH_ALBERT_FROG_ROW_7_In_Bus;
input 	[DATAWIDTH_BUS-1:0] CC_COMPARADORCRASH_ALBERT_FROG_ROW_8_In_Bus;
input 	[DATAWIDTH_BUS-1:0] CC_COMPARADORCRASH_ALBERT_FROG_ROW_9_In_Bus;
input 	[DATAWIDTH_BUS-1:0] CC_COMPARADORCRASH_ALBERT_FROG_ROW_10_In_Bus;
input 	[DATAWIDTH_BUS-1:0] CC_COMPARADORCRASH_ALBERT_FROG_ROW_11_In_Bus;
input 	[DATAWIDTH_BUS-1:0] CC_COMPARADORCRASH_ALBERT_FROG_ROW_12_In_Bus;
input 	[DATAWIDTH_BUS-1:0] CC_COMPARADORCRASH_ALBERT_FROG_ROW_13_In_Bus;
input 	[DATAWIDTH_BUS-1:0] CC_COMPARADORCRASH_ALBERT_FROG_ROW_14_In_Bus;
input 	[DATAWIDTH_BUS-1:0] CC_COMPARADORCRASH_BACKGROUND_ROW_2_IN_BUS;
input 	[DATAWIDTH_BUS-1:0] CC_COMPARADORCRASH_BACKGROUND_ROW_3_IN_BUS;
input 	[DATAWIDTH_BUS-1:0] CC_COMPARADORCRASH_BACKGROUND_ROW_4_IN_BUS;
input 	[DATAWIDTH_BUS-1:0] CC_COMPARADORCRASH_BACKGROUND_ROW_5_IN_BUS;
input 	[DATAWIDTH_BUS-1:0] CC_COMPARADORCRASH_BACKGROUND_ROW_6_IN_BUS;
input 	[DATAWIDTH_BUS-1:0] CC_COMPARADORCRASH_BACKGROUND_ROW_9_IN_BUS;
input 	[DATAWIDTH_BUS-1:0] CC_COMPARADORCRASH_BACKGROUND_ROW_10_IN_BUS;
input 	[DATAWIDTH_BUS-1:0] CC_COMPARADORCRASH_BACKGROUND_ROW_11_IN_BUS;
input 	[DATAWIDTH_BUS-1:0] CC_COMPARADORCRASH_BACKGROUND_ROW_12_IN_BUS;
input 	[DATAWIDTH_BUS-1:0] CC_COMPARADORCRASH_BACKGROUND_ROW_13_IN_BUS;
input 	[DATAWIDTH_BUS-1:0] CC_COMPARADORCRASH_END_GOAL_ROW_14_IN_BUS;
input    [1:0] CC_COMPARADORCRASH_IMAGE_INBUS;
always @(*)
begin
	if (CC_COMPARADORCRASH_IMAGE_INBUS == 2'b10)
		CC_COMPARADORCRASH_Out_Bus = 2'b00;
	else if ((CC_COMPARADORCRASH_ALBERT_FROG_ROW_2_In_Bus != 8'b00000000) && ((CC_COMPARADORCRASH_ALBERT_FROG_ROW_2_In_Bus | CC_COMPARADORCRASH_BACKGROUND_ROW_2_IN_BUS) == CC_COMPARADORCRASH_BACKGROUND_ROW_2_IN_BUS))
		CC_COMPARADORCRASH_Out_Bus = 2'b01;
	else if ((CC_COMPARADORCRASH_ALBERT_FROG_ROW_3_In_Bus != 8'b00000000) && ((CC_COMPARADORCRASH_ALBERT_FROG_ROW_3_In_Bus | CC_COMPARADORCRASH_BACKGROUND_ROW_3_IN_BUS) == CC_COMPARADORCRASH_BACKGROUND_ROW_3_IN_BUS))
		CC_COMPARADORCRASH_Out_Bus = 2'b01;
	else if ((CC_COMPARADORCRASH_ALBERT_FROG_ROW_4_In_Bus != 8'b00000000) && ((CC_COMPARADORCRASH_ALBERT_FROG_ROW_4_In_Bus | CC_COMPARADORCRASH_BACKGROUND_ROW_4_IN_BUS) == CC_COMPARADORCRASH_BACKGROUND_ROW_4_IN_BUS))
		CC_COMPARADORCRASH_Out_Bus = 2'b01;
	else if ((CC_COMPARADORCRASH_ALBERT_FROG_ROW_5_In_Bus != 8'b00000000) && ((CC_COMPARADORCRASH_ALBERT_FROG_ROW_5_In_Bus | CC_COMPARADORCRASH_BACKGROUND_ROW_5_IN_BUS) == CC_COMPARADORCRASH_BACKGROUND_ROW_5_IN_BUS))
		CC_COMPARADORCRASH_Out_Bus = 2'b01;
	else if ((CC_COMPARADORCRASH_ALBERT_FROG_ROW_6_In_Bus != 8'b00000000) && ((CC_COMPARADORCRASH_ALBERT_FROG_ROW_6_In_Bus | CC_COMPARADORCRASH_BACKGROUND_ROW_6_IN_BUS) == CC_COMPARADORCRASH_BACKGROUND_ROW_6_IN_BUS))
		CC_COMPARADORCRASH_Out_Bus = 2'b01;
	else if ((CC_COMPARADORCRASH_ALBERT_FROG_ROW_9_In_Bus != 8'b00000000) && ((CC_COMPARADORCRASH_ALBERT_FROG_ROW_9_In_Bus | CC_COMPARADORCRASH_BACKGROUND_ROW_9_IN_BUS) == CC_COMPARADORCRASH_BACKGROUND_ROW_9_IN_BUS))
		CC_COMPARADORCRASH_Out_Bus = 2'b01;
	else if ((CC_COMPARADORCRASH_ALBERT_FROG_ROW_10_In_Bus != 8'b00000000) && ((CC_COMPARADORCRASH_ALBERT_FROG_ROW_10_In_Bus | CC_COMPARADORCRASH_BACKGROUND_ROW_10_IN_BUS) == CC_COMPARADORCRASH_BACKGROUND_ROW_10_IN_BUS))
		CC_COMPARADORCRASH_Out_Bus = 2'b01;
	else if ((CC_COMPARADORCRASH_ALBERT_FROG_ROW_11_In_Bus != 8'b00000000) && ((CC_COMPARADORCRASH_ALBERT_FROG_ROW_11_In_Bus | CC_COMPARADORCRASH_BACKGROUND_ROW_11_IN_BUS) == CC_COMPARADORCRASH_BACKGROUND_ROW_11_IN_BUS))
		CC_COMPARADORCRASH_Out_Bus = 2'b01;	
	else if ((CC_COMPARADORCRASH_ALBERT_FROG_ROW_12_In_Bus != 8'b00000000) && ((CC_COMPARADORCRASH_ALBERT_FROG_ROW_12_In_Bus | CC_COMPARADORCRASH_BACKGROUND_ROW_12_IN_BUS) == CC_COMPARADORCRASH_BACKGROUND_ROW_12_IN_BUS))
		CC_COMPARADORCRASH_Out_Bus = 2'b01;
	else if ((CC_COMPARADORCRASH_ALBERT_FROG_ROW_13_In_Bus != 8'b00000000) && ((CC_COMPARADORCRASH_ALBERT_FROG_ROW_13_In_Bus | CC_COMPARADORCRASH_BACKGROUND_ROW_13_IN_BUS) == CC_COMPARADORCRASH_BACKGROUND_ROW_13_IN_BUS))
		CC_COMPARADORCRASH_Out_Bus = 2'b01;
	else if ((CC_COMPARADORCRASH_ALBERT_FROG_ROW_14_In_Bus != 8'b00000000) && ((CC_COMPARADORCRASH_ALBERT_FROG_ROW_14_In_Bus | CC_COMPARADORCRASH_END_GOAL_ROW_14_IN_BUS) == CC_COMPARADORCRASH_END_GOAL_ROW_14_IN_BUS))
		CC_COMPARADORCRASH_Out_Bus = 2'b01;
	else if ((CC_COMPARADORCRASH_ALBERT_FROG_ROW_14_In_Bus != 8'b00000000) && ((CC_COMPARADORCRASH_ALBERT_FROG_ROW_14_In_Bus | CC_COMPARADORCRASH_END_GOAL_ROW_14_IN_BUS) != CC_COMPARADORCRASH_END_GOAL_ROW_14_IN_BUS))
		CC_COMPARADORCRASH_Out_Bus = 2'b10;
	else 
		CC_COMPARADORCRASH_Out_Bus = 2'b00;
	if (CC_COMPARADORCRASH_ALBERT_FROG_ROW_7_In_Bus != 8'b00000000)
		CC_COMPARATORLOCATION_Out = 1'b1;
	else if (CC_COMPARADORCRASH_ALBERT_FROG_ROW_8_In_Bus != 8'b00000000)
		CC_COMPARATORLOCATION_Out = 1'b1;
	else if (CC_COMPARADORCRASH_ALBERT_FROG_ROW_9_In_Bus != 8'b00000000)
		CC_COMPARATORLOCATION_Out = 1'b1;
	else if (CC_COMPARADORCRASH_ALBERT_FROG_ROW_10_In_Bus != 8'b00000000)
		CC_COMPARATORLOCATION_Out = 1'b1;
	else if (CC_COMPARADORCRASH_ALBERT_FROG_ROW_11_In_Bus != 8'b00000000)
		CC_COMPARATORLOCATION_Out = 1'b1;
	else if (CC_COMPARADORCRASH_ALBERT_FROG_ROW_12_In_Bus != 8'b00000000)
		CC_COMPARATORLOCATION_Out = 1'b1;
	else if (CC_COMPARADORCRASH_ALBERT_FROG_ROW_13_In_Bus != 8'b00000000)
		CC_COMPARATORLOCATION_Out = 1'b1;
	else if (CC_COMPARADORCRASH_ALBERT_FROG_ROW_14_In_Bus != 8'b00000000)
		CC_COMPARATORLOCATION_Out = 1'b1;
	else
		CC_COMPARATORLOCATION_Out = 1'b0;
end
endmodule
--- ./run.sh ---
#!/bin/bash
# OpenROAD 26Q1-2900-gdf79404cd8, Yosys 0.63+post, stock flow scripts
make -C /OpenROAD-flow-scripts/flow DESIGN_CONFIG=/design/flow/config.mk WORK_HOME=/design/flow/orfs finish
--- ./config.mk ---
export PLATFORM = sky130hd
export DESIGN_NAME = CC_COMPARATORCRASH
export DESIGN_NICKNAME = CC_COMPARATORCRASH
export VERILOG_FILES = /design/flow/design.v
export SDC_FILE = /design/flow/constraint.sdc
export NUM_CORES = 4
export LEC_CHECK = 1
export CORE_AREA = 10 10 87 87
export DIE_AREA = 0 0 97 97
--- ./constraint.sdc ---
current_design CC_COMPARATORCRASH

set clk_period 2.2
set clk_io_pct 0.2

create_clock -name clk0 -period $clk_period

set non_clock_inputs [all_inputs -no_clocks]
set_input_delay [expr $clk_period * $clk_io_pct] -clock clk0 $non_clock_inputs
set_output_delay [expr $clk_period * $clk_io_pct] -clock clk0 [all_outputs]
==> impl_summary.log <==
[report] implementation figures
[metrics] crit share post-route: 108%
[metrics] endpoint of the worst hold path: CC_COMPARATORLOCATION_Out
[metrics] initial antenna violation count: 0
[metrics] number of detailed-routing iterations run before antenna repair: 4
[metrics] Total GRT Usage: 16.7%
[metrics] top cell type's share of synthesized area: 24.4%
[metrics] cell with the largest stage delay on the worst path: or4_1
[metrics] relative slew slack: 71.8%
[metrics] type of the setup path with the least slack: in -> out
[metrics] number of vias after detailed routing: 2179
[metrics] warning count from the yosys run: 1
[metrics] yosys cell count: 185
[metrics] DRT iter0 DRCs: 41
[metrics] share of cells above drive strength 1: 25.7%
[metrics] standard-cell row count: 27
[metrics] Post-Route Utilization: 61.3%
[metrics] Largest cells by area: inv_1 (24%), nor4_1 (16%), o22ai_1 (12%), nor2b_1 (12%), a22oi_1 (5.8%)
[metrics] Worst Path Arrival: 1940 ps
[metrics] slew of the pin with the lowest slew margin: 421 ps
[metrics] final standard cell area without fillers: 3460 µm²
[metrics] Synth Instances: approximately 190
[metrics] nature of the critical path startpoint: primary input
[metrics] Worst Hold Class: in -> out
[metrics] wire per inst: 17.8 µm
[metrics] number of clock buffer instances in the layout: 0
[metrics] failing checks: negative setup slack
[metrics] PwrDens: 148 nW/µm²
[metrics] total congestion overflow: 0
[metrics] wire length of the first global-routing pass: around 13000 µm
[metrics] Worst Path Max Fanout: 2
[metrics] largest vdd supply drop: 0.0716 mV
[metrics] remaining design rule violation count: 0
[metrics] sequential standard cell area: 0 µm²
[metrics] fmax: approximately 420 MHz
[metrics] worst setup slack after layout: -181 ps
[metrics] hold slack: about 1300 ps
[metrics] Final Routed Wirelength: 8460 µm
[metrics] static leakage power: 0.00174 µW
[metrics] cell count of the worst hold path: 6
[metrics] height of the die: 97 µm
[metrics] endpoint required time on the critical path: between 1500 and 2000 ps
[metrics] capturing element type of the critical path: primary output
[metrics] share of total power in combinational logic: 100.0%
[metrics] Internal Power: 337 µW
[metrics] I/O pin count: 197
[metrics] Syn Std Cell Area: about 1000 µm²
[metrics] number of I/O port buffers: 197
[metrics] ratio of routed vias to standard cells: 4.58
[metrics] core area: 5640 µm²
[metrics] final weighted congestion of routability-driven global placement: between 0.9 and 1
[metrics] Fill cells: 528
[metrics] outcome: finished, violations left
[metrics] Seq cells: 0
[metrics] width of the chip: 97 µm
[metrics] Seq pwr share: 0%
[metrics] multi-input logic area: ~1100 µm²
[metrics] number of warnings the tools reported: 34
[metrics] Psw: 176 µW
[metrics] fin. max-slew vios: 0
[metrics] largest net degree at the start of global routing: 3
[metrics] critical path cell sequence: dlygate4sd2_1 > inv_1 > o22ai_1 > or4_1 > a21oi_2 > a2111oi_4 > a31oi_1 > buf_2
[metrics] Die Footprint: 9410 µm²
[metrics] area post-placement: 3240 µm²
[metrics] antenna diode count: 0
[metrics] setup repair after global routing missed its margin: true
[metrics] post-layout min period: approximately 2400 ps
[metrics] final setup violating endpoints: 2
[metrics] switch share: 34.2%
[metrics] hold_sp: CC_COMPARADORCRASH_ALBERT_FROG_ROW_8_In_Bus[5]
[metrics] number of distinct library cells after synthesis: 19
[metrics] hold buffer count at CTS: 0
[metrics] number of maximum-capacitance constraint violations: 0
[metrics] total cell area reported by yosys after synthesis: roughly 1000 µm²
[metrics] total count of hold-check failures in the final report: 0
[metrics] mean instance size in the synthesized netlist: 5.58 µm²
[metrics] effective utilization at floorplan: 18.3%
[metrics] vias in the first global route: 2343
[metrics] placed wire-length estimate: roughly 7800 µm
[metrics] Area Overhead vs Synth: 235%
[metrics] share of the yosys chip area belonging to registers: 0%
[metrics] portion of total power attributed to the clock network: 0%
[metrics] largest area contributor in the synthesized netlist: inv_1
[metrics] antenna-violating nets left: 0
[metrics] delay contributed by the slowest stage of the critical path: between 500 and 600 ps
## routing by layer
metal / GRT usage, % / share of wire [%]
met5: 0 / 0
met2: 29.3 / 49
met1: 19.1 / 40
met4: 1.69 / 1.2
met3: 6.73 / 10
## power groups by stage
stage | clock (µW) | combinational [µW] | sequential (µW)
final | 0 | 513 | 0
after global routing | 0 | 556 | 0
after CTS | 0 | 504 | 0
## cell families after synthesis
group                  synth area share [%]
buffers and inverters                  24.4
AND/OR/NAND/NOR                        44.4
AND-OR/OR-AND                          31.3
## final cells by class
type / instances / area share, %
repair buffers: 219 / 57.0
well taps: 72 / 2.60
inverters: 67 / 7.27
multi-input cells: 118 / 33.1
## cells in the mapped netlist
cell / count
nand2b_1: 3
nor3_1: 2
a31oi_1: 2
a2111oi_2: 1
nor2b_1: 19
and4b_1: 1
a2111oi_0: 6
o22ai_1: 20
o2111ai_1: 1
a22o_1: 1
nor4_2: 3
or4_1: 2
nand2_1: 11
nand4_1: 6
a21oi_1: 3
a22oi_1: 8
nor4_1: 27
inv_1: 67
o22ai_2: 2
## worst max-delay path by stage
stage / cells past startpoint / startpoint / end / slack (ps)
after CTS: 8 / CC_COMPARADORCRASH_ALBERT_FROG_ROW_12_In_Bus[6] / CC_COMPARADORCRASH_Out_Bus[1] / -210
after global routing: 8 / CC_COMPARADORCRASH_ALBERT_FROG_ROW_3_In_Bus[1] / CC_COMPARADORCRASH_Out_Bus[0] / -290
final: 8 / CC_COMPARADORCRASH_ALBERT_FROG_ROW_3_In_Bus[1] / CC_COMPARADORCRASH_Out_Bus[0] / -180
## per-stage QoR
stage / TNS (ps) / setup WS (ps) / cells / total power (µW)
2_1_floorplan: 0 / 295 / 185 / 103
3_3_place_gp: -2250 / -855 / 474 / 523
3_5_place_dp: -2230 / -829 / 474 / 524
4_1_cts: -398 / -207 / 476 / 504
5_1_grt: -562 / -288 / 476 / 556
6_report: -348 / -181 / 476 / 513
## worst max-delay path, delay by kind of cell
family	cells	cell delay [ps]
AND-OR/OR-AND	4	560
buffers and inverters	3	430
AND/OR/NAND/NOR	1	520
## what timing repair did
action / in CTS / in global routing
buffers inserted: 3 / 1
pin swaps: 55 / 23
endpoints found under the setup margin: 3 / 3
gates resized: 191 / 74
hold endpoints to repair: 0 / 0
## cell usage in the layout, fill, tap and decap left out, drive strengths merged
cell type,synthesis,layout
dlygate4sd2,0,77
a21oi,3,3
nor4,30,30
and4b,1,1
clkdlybuf4s50,0,72
buf,0,30
dlymetal6s2s,0,13
clkbuf,0,16
or4,2,2
a22oi,8,8
nor3,2,2
nor2b,19,19
nand2,11,11
inv,67,67
o22ai,22,22
clkdlybuf4s15,0,11
a31oi,2,2
nand2b,3,3
o2111ai,1,1
a2111oi,7,7
a22o,1,1
nand4,6,6
Power and IR drop assume default switching activity.
